File: flow/run.sh
#!/bin/bash
# OpenROAD 26Q1-2900-gdf79404cd8, Yosys 0.63+post, stock flow scripts
make -C /OpenROAD-flow-scripts/flow DESIGN_CONFIG=/design/flow/config.mk WORK_HOME=/design/flow/orfs finish
File: flow/config.mk
export PLATFORM = sky130hd
export DESIGN_NAME = multi_and_grid
export DESIGN_NICKNAME = multi_and_grid
export VERILOG_FILES = /design/flow/design.v
export SDC_FILE = /design/flow/constraint.sdc
export NUM_CORES = 4
export LEC_CHECK = 1
export CORE_AREA = 10 10 70 70
export DIE_AREA = 0 0 80 80
File: flow/constraint.sdc
current_design multi_and_grid

set clk_period 1.0
set clk_io_pct 0.2

create_clock -name clk0 -period $clk_period [get_ports {clk}]

set non_clock_inputs [all_inputs -no_clocks]
set_input_delay [expr $clk_period * $clk_io_pct] -clock clk0 $non_clock_inputs
set_output_delay [expr $clk_period * $clk_io_pct] -clock clk0 [all_outputs]
File: flow/design.v
module multi_and_grid (
  input clk,
  input [2:0] in,
  output [2:0] out
);
  wire q1_0, q1_1, q1_2;
  dff_spec ff1_0 (.clk(clk), .d(in[0]), .q(q1_0));
  dff_spec ff1_1 (.clk(clk), .d(in[1]), .q(q1_1));
  dff_spec ff1_2 (.clk(clk), .d(in[2]), .q(q1_2));
  wire and1_0 = q1_0 & q1_1;
  wire and1_1 = q1_1 & q1_2;
  wire and1_2 = q1_2 & q1_0;
  wire q2_0, q2_1, q2_2;
  dff_spec ff2_0 (.clk(clk), .d(and1_0), .q(q2_0));
  dff_spec ff2_1 (.clk(clk), .d(and1_1), .q(q2_1));
  dff_spec ff2_2 (.clk(clk), .d(and1_2), .q(q2_2));
  wire and2_0 = q2_0 & q2_1;
  wire and2_1 = q2_1 & q2_2;
  wire and2_2 = q2_2 & q2_0;
  wire q3_0, q3_1, q3_2;
  dff_spec ff3_0 (.clk(clk), .d(and2_0), .q(q3_0));
  dff_spec ff3_1 (.clk(clk), .d(and2_1), .q(q3_1));
  dff_spec ff3_2 (.clk(clk), .d(and2_2), .q(q3_2));
  assign out = {q3_2, q3_1, q3_0};
endmodule
module dff_spec (
  input clk,
  input d,
  output reg q
);
  always @(posedge clk)
    q <= d;
  specify
    (posedge clk => (q : d)) = (3:3:3);
    $setup(d, posedge clk, 1);
    $hold(d, posedge clk, 1);
  endspecify
endmodule
==> README.md <==
| Result | Reported | Unit |
|---|---|---|
| Top-level I/O count | 7 | - |
| Crit. path cell count | 1 | - |
| Share of post-route cells with drive strength above 1 | 12.00 | % |
| Result of the run | finished, final reports clean | - |
| Max Slew Vio Count | 0 | - |
| Bufs and invs on worst path | 1 | - |
| Core area | 0.003416 | mm^2 |
| Number of buffers inserted by post-CTS setup repair | 0 | - |
| Final sum of negative setup slack | 0 | ns |
| Count of mapped cells out of synthesis | 18 | - |
| Total number of vias | 132 | - |
| Startpoint types | flop | - |
| Maximum number of pins on one net before global-route repair | 6 | - |
| WL met2 | 97 | um |
| Max_slew headroom | 96.09 | % |
| Highest metal layer with signal wires | met3 | - |
| Antenna Nets Post-Route | 0 | - |
| Total gr overflow | 0 | - |
| Worst Clk Skew | 0.003833 | ns |
| Worst EP required | 0.80 | ns |
| Maximum level of the CTS H-tree | 1 | - |
| Layout-stage area growth over the synthesis result | 50.52 | % |
| Antenna violations before repair | 0 | - |
| Slew at the pin with the worst max-slew slack | 0.05854 | ns |
| Final-report hold violation count | 0 | - |
| Reg-to-reg critical path endpoint | ff2_0.q | - |
| Synthesized area divided by synthesized cell count | 13.35 | um^2 |
| Slowest cell on the critical path | dfxtp_1 | - |
| Netlist area before placement | 240.2 | um^2 |
| Worst setup path startpoint | ff3_1.q | - |
| Wire per inst | 5.085 | um |
| CP Max Fanout | 1 | - |
| Category of the most critical setup path | reg -> out | - |
| Post-synth regs | 9 | - |
| Router iterations before antenna repair | 2 | - |
| DRC errors left | 0 | - |
| Number of warnings in the stage logs | 25 | - |
| Flop2flop setup slack | 0.45 | ns |
| Antenna fix cells | 0 | - |
| Family of cells with the greatest summed delay on the critical path | flip-flops | - |
| Power density over cell area | 1847 | mW/mm^2 |
| Crit path largest cell delay | 0.31 | ns |
| Capture point of the critical path | out[1] | - |
| Buffer levels on the longest clock path | 2 | - |
| Minimum hold slack | 0.3902 | ns |
| Count of distinct cell types in the synthesized netlist | 3 | - |
| Max-capacitance violation count | 0 | - |
| Root Driver | clkbuf_4 | - |
| Lkg Pwr | 0.1318 | nW |
| Post-Route M1 WL | 102 | um |
| Shortest period the worst path allows | 0.9276 | ns |
| Overall die width | 80 | um |
| Area of the synthesized netlist per yosys stat | 240.2 | um^2 |
| Maximum clock frequency | 1078 | MHz |
| DR WL met3 | 162 | um |
| Share of the clock period used by the worst path after layout | 92.76 | % |
| TritonCTS clock tree | built | - |
| Clock sinks | 9 | - |
| Overall track demand over capacity in global routing | 1.396 | % |
| Unrepaired setup endpoints after global routing | false | - |
| # rows | 21 | - |
| Wire length of the first global-routing pass | 627 | um |
| Crit Reg-Reg Startpoint | ff1_0.q | - |
| Critical-path cell list | clkdlybuf4s15_1 | - |
| Routed wire length | 361 | um |
| Core utilization at floorplan | 7.033 | % |
| Number of DRC violations after detailed-routing iteration 0 | 6 | - |
| Vias/cell | 1.859 | - |
| CTS Buf Count | 3 | - |
| Part of the Yosys area used for sequential elements | 75.00 | % |
| Final core utilization | 10.59 | % |
| Data arrival at the endpoint of the critical path | 0.73 | ns |
| Via count of the first global-routing pass | 155 | - |
| RD Place Congestion | 0.6759 | - |
| PortBufs | 6 | - |
| Final number of setup-violating endpoints | 0 | - |
| Peak supply drop | 469.9 | uV |
| Class of the worst hold path | in -> reg | - |
| Number of warnings reported in the yosys synthesis log | 1 | - |
| Worst skew pair latency | 0.25 | ns |
| Cell depth of the worst flop-to-flop path | 1 | - |
| Yosys cell count | 18 | - |
| Clock transition at the register clock pins on the worst setup and hold paths after CTS | 0.06 | ns |
| Die height | 80 | um |
| Critical Path End Type | output pin | - |
| Total die size | 0.006400 | mm^2 |
==> metrics by stage <==
stage	area, um^2	total power, mW	worst slack (ns)	cells
after global placement	335.3	0.4090	0.05857	67
after floorplan	240.2	0.3955	0.4202	18
after detailed placement	335.3	0.4113	0.04773	67
after global routing	361.6	0.7201	0.02676	71
after CTS	357.8	0.6845	0.004385	71
final	361.6	0.6679	0.07240	71
==> per-layer routing <==
metal | track usage (%) | vias to the layer above
li1 | - | 65
met1 | 1.010 | 56
met2 | 1.525 | 11
met3 | 2.841 | 0
met4 | 0.1761 | 0
met5 | 0 | -
==> worst min-delay path by stage <==
stage	from	to	depth (start not counted)
after CTS	in[0]	ff1_0.q	1
final	in[0]	ff1_0.q	1
after global routing	in[0]	ff1_0.q	1
==> Yosys cell counts <==
cell / n / area, um^2
buf_4: 3 / 22.52
dfxtp_1: 9 / 180.2
and2_1: 6 / 37.54
==> report_power, final <==
group          switching (mW)  internal (mW)  leakage (nW)
registers             0.00488          0.375        0.0747
clock network           0.114          0.153        0.0150
logic                 0.00344         0.0181        0.0421
==> cells in the final DEF (no fill, tap or decap) <==
master	count
and2_1	6
clkbuf_1	1
clkbuf_4	3
clkdlybuf4s15_1	3
clkdlybuf4s50_1	3
dfxtp_1	9
==> cell type report <==
type / count / area, um^2
Clock buffer: 4 / 26.28
Fill cell: 398 / 3054
Multi-Input combinational cell: 6 / 37.54
Sequential cell: 9 / 180.2
Tap cell: 46 / 57.56
Timing Repair Buffer: 6 / 60.06
==> cell families (layout without fill, tap and decap cells) <==
kind of cell,after synthesis,after routing,synth area share (%)
buffers and inverters,3,10,9.374
DFF,9,9,75.00
and+or+nand+nor,6,6,15.63
==> flip-flops by register name, summed over array words and instances, names as in the netlist <==
| name | flops |
|---|---|
| ff3_1.q | 1 |
| ff2_0.q | 1 |
| ff1_0.q | 1 |
| ff1_2.q | 1 |
| ff2_2.q | 1 |
| ff3_2.q | 1 |
| ff1_1.q | 1 |
| ff2_1.q | 1 |
| ff3_0.q | 1 |
==> repair_timing <==
action                                 CTS  global route
gates resized                            3             3
hold buffers                             0             0
setup endpoints to repair                3             3
endpoints found under the hold margin    0             0
Power figures rest on the tool's default switching activity, not on a simulated workload.
